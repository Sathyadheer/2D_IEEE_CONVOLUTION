--- design.v ---
`timescale 1ns / 1ps
module ADDER_1 (a,b,s,overflow,underflow);
input [31:0]a,b;
output reg [31:0]s;
output reg overflow,underflow;
reg signed [8:0]exp;
reg [23:0]mantisa_a,mantisa_b;
reg [24:0]mantisa_out;
reg [22:0]mantisa_last;
always @(*)
   begin
          if(a[30:23] >= b[30:23])
            begin
                      mantisa_b= {1'b1,b[22:0]} >> (a[30:23]-b[30:23]);
                      mantisa_a={1'b1,a[22:0]};
                      exp=a[30:23];
            end 
          else
        begin
              mantisa_a={1'b1,a[22:0]} >> (b[30:23]-a[30:23]);
                 mantisa_b={1'b1,b[22:0]};
                  exp=b[30:23];
        end
             if(a[31]^b[31])
                    begin
                          if(mantisa_a>=mantisa_b)
                                  begin
                                  mantisa_out=mantisa_a-mantisa_b;
                                  s[31]=a[31];
                                  end
                           else
                              begin
                                 mantisa_out=mantisa_b-mantisa_a;
                                 s[31]=b[31];
                             end       
                    end  
               else   
                  begin    
                  mantisa_out=mantisa_a+mantisa_b;
                  s[31]=a[31];
                   end   
  if(mantisa_out[24]==1)  
     begin                
   mantisa_last=mantisa_out[23:1];
   exp=exp+1'b00001;
     end
else if(mantisa_out[23]==1)  
     begin                
   mantisa_last=mantisa_out[22:0];
     end
 else if(mantisa_out[22]==1)  
     begin                
   mantisa_last={mantisa_out[21:0],1'b0};
   exp=exp-1;
     end
 else if(mantisa_out[21]==1)  
     begin                
   mantisa_last={mantisa_out[20:0],2'b00};
    exp=exp-2;
     end
     else if(mantisa_out[20]==1)  
     begin                
   mantisa_last={mantisa_out[19:0],3'b000};
    exp=exp-3;
     end
  else if(mantisa_out[19]==1)  
     begin                
   mantisa_last={mantisa_out[18:0],4'b0000};
    exp=exp-4;
     end
       else if(mantisa_out[18]==1)  
     begin                
   mantisa_last={mantisa_out[17:0],5'b00000};
    exp=exp-5;
     end
       else if(mantisa_out[17]==1)  
     begin                
   mantisa_last={mantisa_out[16:0],6'b000000};
    exp=exp-6;
     end
       else if(mantisa_out[16]==1)  
     begin                
   mantisa_last={mantisa_out[15:0],7'b0000000};
    exp=exp-7;
     end
   else if(mantisa_out[15]==1)  
     begin                
   mantisa_last={mantisa_out[14:0],8'b00000000};
    exp=exp-8;
     end
        else if(mantisa_out[14]==1)  
     begin                
   mantisa_last={mantisa_out[13:0],9'b00000000};
    exp=exp-9;
     end
    else if(mantisa_out[13]==1)  
     begin                
   mantisa_last={mantisa_out[12:0],10'b000000000};
    exp=exp-10;
     end   
    else if (mantisa_out[12] == 1)  
    begin  
        mantisa_last = {mantisa_out[11:0], 11'b00000000000};  
        exp = exp - 11;  
    end  
else if (mantisa_out[11] == 1)  
    begin  
        mantisa_last = {mantisa_out[10:0], 12'b000000000000};  
        exp = exp - 12;  
    end  
else if (mantisa_out[10] == 1)  
    begin  
        mantisa_last = {mantisa_out[9:0], 13'b0000000000000};  
        exp = exp - 13;  
    end  
else if (mantisa_out[9] == 1)  
    begin  
        mantisa_last = {mantisa_out[8:0], 14'b00000000000000};  
        exp = exp - 14;  
    end  
else if (mantisa_out[8] == 1)  
    begin  
        mantisa_last = {mantisa_out[7:0], 15'b000000000000000};  
        exp = exp - 15;  
    end  
else if (mantisa_out[7] == 1)  
    begin  
        mantisa_last = {mantisa_out[6:0], 16'b0000000000000000};  
        exp = exp - 16;  
    end  
else if (mantisa_out[6] == 1)  
    begin  
        mantisa_last = {mantisa_out[5:0], 17'b00000000000000000};  
        exp = exp - 17;  
    end  
else if (mantisa_out[5] == 1)  
    begin  
        mantisa_last = {mantisa_out[4:0], 18'b000000000000000000};  
        exp = exp - 18;  
    end  
else if (mantisa_out[4] == 1)  
    begin  
        mantisa_last = {mantisa_out[3:0], 19'b0000000000000000000};  
        exp = exp - 19;  
    end  
else if (mantisa_out[3] == 1)  
    begin  
        mantisa_last = {mantisa_out[2:0], 20'b00000000000000000000};  
        exp = exp - 20;  
    end  
else if (mantisa_out[2] == 1)  
    begin  
        mantisa_last = {mantisa_out[1:0], 21'b000000000000000000000};  
        exp = exp - 21;  
    end 
    else if (mantisa_out[1] == 1)  
    begin  
        mantisa_last = {mantisa_out[0], 22'b0000000000000000000000};  
        exp = exp - 21;  
    end   
          else
          begin
         mantisa_last=0;
          end
if(exp>254)
begin
overflow=1;
underflow=0;
s[30:0]={8'hff,mantisa_last};
end
else if(exp<0)
begin
overflow=0;
underflow=1;
s[30:0]={8'b00000000,mantisa_last};
end
else 
begin
overflow=0;
underflow=0;
s[30:0]={exp[7:0],mantisa_last};
end
   end
endmodule
--- run.sh ---
#!/bin/bash
# OpenROAD 26Q1-2900-gdf79404cd8, Yosys 0.63+post, stock flow scripts
make -C /OpenROAD-flow-scripts/flow DESIGN_CONFIG=/design/flow/config.mk WORK_HOME=/design/flow/orfs finish
--- config.mk ---
export PLATFORM = sky130hd
export DESIGN_NAME = ADDER_1
export DESIGN_NICKNAME = ADDER_1
export VERILOG_FILES = /design/flow/design.v
export SDC_FILE = /design/flow/constraint.sdc
export NUM_CORES = 4
export LEC_CHECK = 1
export CORE_UTILIZATION = 50
--- constraint.sdc ---
current_design ADDER_1

set clk_period 43.2
set clk_io_pct 0.2

create_clock -name clk0 -period $clk_period

set non_clock_inputs [all_inputs -no_clocks]
set_input_delay [expr $clk_period * $clk_io_pct] -clock clk0 $non_clock_inputs
set_output_delay [expr $clk_period * $clk_io_pct] -clock clk0 [all_outputs]
==> impl_metrics.sql <==
-- implementation run metrics
INSERT INTO impl_metrics (metric_group, metric, value, unit) VALUES
('floorplan', 'floorplan.io_pins', '98', ''),
('pwr', 'vdd.ir_drop.worst', '0.0000829', 'V'),
('global_route', 'antenna_found_initial', '2', ''),
('setup_path', 'critical-path-top-cell-by-count', 'sky130_fd_sc_hd__nand2_1', ''),
('setup_path', 'required', '34560', 'ps'),
('sta', 'setup-tns-final', '0', 'ps'),
('sta', 'period_used_share', '0.688', ''),
('final_layout', 'clock_buffer_count', '0', ''),
('drt', 'routedWlPerCell', '27.0', 'um'),
('floorplan', 'fp-utilization', '0.507', ''),
('floorplan', 'chipHeight', '167', 'um'),
('drt', 'detailedRoute.firstIterationViolations', '3275', ''),
('sta', 'rsz0062_at_grt', 'no', ''),
('setup_path', 'worst_path_dominant_cell_family', 'AND-OR/OR-AND gates', ''),
('floorplan', 'area_of_the_core', '26900', 'um2'),
('logic_synthesis', 'synth_stat.cells', '2240', ''),
('pwr', 'power_switching_share', '0.674', ''),
('logic_synthesis', 'syn_area', '13600', 'um2'),
('place', 'port_buf_inserts', '98', ''),
('flow_run', 'cap_viol_max_count', '0', ''),
('setup_path', 'critical_path.max_fanout', '63', ''),
('final_layout', 'post_route_cells_drive_above_1_share', '0.0624', ''),
('sta', 'final_max_slew_viol_count', '0', ''),
('floorplan', 'placement_rows', '60', ''),
('global_route', 'number_of_global_route_vias_before_repair', '17000', ''),
('drt', 'routed_via_density', '7.37', ''),
('sta', 'max_slew_margin', '0.242', ''),
('pwr', 'power.internal', '0.291', 'mW'),
('setup_path', 'critical_path_buf_inv_count', '5', ''),
('sta', 'setup_viol_count_final', '0', ''),
('sta', 'report.final.hold_viol_count', '0', ''),
('drt', 'post-route-drc-count', '0', ''),
('place', 'detailedPlacementHpwl', '51000', 'um'),
('clocking', 'hold_buffers', '0', ''),
('pwr', 'power_leakage', '5.96', 'nW'),
('final_layout', 'regArea', '0', 'um2'),
('drt', 'dr_total_vias', '18800', ''),
('sta', 'fmax', '33.7', 'MHz'),
('flow_run', 'warnings', '100', ''),
('logic_synthesis', 'synthCells', '2240', ''),
('logic_synthesis', 'ys_types', '98', ''),
('logic_synthesis', 'area_leader_netlist', 'sky130_fd_sc_hd__a21oi_1', ''),
('final_layout', 'area_delta_synth_final', '9.47', '%'),
('pwr', 'switching_power', '0.602', 'mW'),
('pwr', 'total_power', '0.893', 'mW'),
('sta', 'max_slew.worst_pin.slew', '1130', 'ps'),
('setup_path', 'setup.worst_path.start', 'a[23]', ''),
('floorplan', 'fp.dieArea', '27900', 'um2'),
('run_status', 'result_of_the_run', 'finished clean', ''),
('min_path', 'worst_hold_path_type', 'input port to primary output', ''),
('global_route', 'track_usage', '0.487', ''),
('logic_synthesis', 'yosys.area.top_type_share', '0.0970', ''),
('drt', 'total_wire_length_after_detailed_routing', '68900', 'um'),
('logic_synthesis', 'ys_chip_area', '13600', 'um2'),
('clocking', 'postCtsResizedCells', '0', ''),
('floorplan', 'chipWidth', '167', 'um'),
('setup_path', 'arrival', '21070', 'ps'),
('place', 'gp_congestion', '1.10', ''),
('drt', 'drtAntennaViolNets', '0', ''),
('sta', 'post-route-min-period', '29710', 'ps'),
('final_layout', 'seq_cell_count', '0', ''),
('place', 'post_dp_cell_area', '14900', 'um2'),
('logic_synthesis', 'synth.yosys.warnings', '1', ''),
('clocking', 'postCtsSetupBuffers', '0', ''),
('logic_synthesis', 'synth.yosys.seq_area_share', '0', ''),
('setup_path', 'max_stage_delay', '880', 'ps'),
('min_path', 'hold_path.startpoint', 'b[31]', ''),
('setup_path', 'crit_slowest_cell', 'sky130_fd_sc_hd__o21ai_0', ''),
('drt', 'firstDrtPassIters', '11', ''),
('setup_path', 'setup.worst_path.class', 'input port to primary output', ''),
('global_route', 'grt_first_pass_wirelength', '104000', 'um'),
('final_layout', 'final_cell_area', '14900', 'um2'),
('setup_path', 'critical_path.endpoint_type', 'primary output', ''),
('logic_synthesis', 'postSynthAreaPerCell', '6.08', 'um2'),
('global_route', 'globalRoute.totalOverflow', '0', ''),
('logic_synthesis', 'top_cells_by_area', 'sky130_fd_sc_hd__a21oi_1 (9.7%), sky130_fd_sc_hd__ha_1 (9.6%), sky130_fd_sc_hd__nand2_1 (7.4%), sky130_fd_sc_hd__nor2_1 (5.6%), sky130_fd_sc_hd__mux2i_1 (5.1%)', ''),
('sta', 'fin_hold_ws', '18360', 'ps'),
('global_route', 'maximum_number_of_pins_on_one_net_before_global_route_repair', '68', ''),
('final_layout', 'fin_util', '0.555', ''),
('setup_path', 'startpoint_type', 'input port', ''),
('pwr', 'power_density', '59.9', 'nW/um2');
-- layout make-up --
class / instances / area, um2
Fill cell: 2656 / 12000
Multi-Input combinational cell: 1930 / 12500
Antenna cell: 4 / 10.0
Inverter: 109 / 409
Tap cell: 341 / 427
Timing Repair Buffer: 171 / 1530
-- cell usage after synthesis, drive strengths merged (22+ instances only) --
master and count:
o211ai 39, inv 108, a221oi 30, buf 36, a21o 44, mux2i 70, o21a 22, a21oi 265
ha 105, clkbuf 165, xnor2 64, nand2 270, nor2 206, o31ai 27, a211oi 62, o22ai 24
a31oi 34, nor3 75, o21ai 149, o221ai 22, a311oi 26, nand3 58
-- kinds of logic (layout without fill, tap and decap cells) --
| kind of cell | after synthesis | count (layout) | synth area share |
|---|---|---|---|
| buf+inv | 310 | 280 | 0.0870 |
| mux | 73 | 73 | 0.0547 |
| compound gates | 907 | 907 | 0.447 |
| simple gates | 770 | 770 | 0.263 |
| fa+ha+maj | 110 | 110 | 0.104 |
| xor+xnor | 70 | 70 | 0.0450 |
| other cells | 0 | 4 | 0 |
-- power by group through the flow --
stage	registers [mW]	logic, mW	clock network, mW
global route	0	0.930	0
CTS	0	0.838	0
-- final timing paths --
check / endpoint / slack [ps] / depth (start not counted)
worst min-delay path: s[31] / 18360 / 4
worst max-delay path: overflow / 13490 / 37
-- layer usage --
| metal | wire length, um | GRT usage |
|---|---|---|
| met1 | 27100 | 0.655 |
| met2 | 26200 | 0.663 |
| met3 | 11800 | 0.229 |
| met4 | 3750 | 0.197 |
| met5 | 0 | 0 |
-- cells in the final DEF, fill, tap and decap left out, types with 30 or more instances in the layout --
| cell type | synthesis | routed |
|---|---|---|
| sky130_fd_sc_hd__nand2_1 | 270 | 270 |
| sky130_fd_sc_hd__a21oi_1 | 264 | 263 |
| sky130_fd_sc_hd__nor2_1 | 205 | 203 |
| sky130_fd_sc_hd__o21ai_0 | 140 | 140 |
| sky130_fd_sc_hd__inv_1 | 107 | 107 |
| sky130_fd_sc_hd__ha_1 | 105 | 105 |
| sky130_fd_sc_hd__clkdlybuf4s50_1 | 0 | 98 |
| sky130_fd_sc_hd__nor3_1 | 74 | 74 |
| sky130_fd_sc_hd__buf_4 | 2 | 73 |
| sky130_fd_sc_hd__mux2i_1 | 70 | 69 |
| sky130_fd_sc_hd__a211oi_1 | 60 | 60 |
| sky130_fd_sc_hd__nand3_1 | 58 | 58 |
| sky130_fd_sc_hd__xnor2_1 | 64 | 58 |
| sky130_fd_sc_hd__a21o_1 | 44 | 44 |
| sky130_fd_sc_hd__o211ai_1 | 38 | 38 |
| sky130_fd_sc_hd__a31oi_1 | 33 | 33 |
| sky130_fd_sc_hd__a221oi_1 | 30 | 30 |
-- stage by stage --
step | cells | worst slack (ps)
floorplan | 2240 | 17430
global placement | 2551 | 14360
detailed placement | 2551 | 14170
CTS | 2551 | 14130
global route | 2551 | 13100
finish | 2555 | 13490
Power and IR drop assume default switching activity.
